## /design/flow/design.v

```verilog
`timescale 1ns / 1ps
module spm2 (
    input wire clk,
    input wire rst,
    input wire signed [7:0] x,  
    input wire signed [7:0] y,  
    output reg signed [15:0] prod,  
    output reg done  
);
    reg signed [7:0] x_reg;  
    reg signed [7:0] y_reg;
    reg [7:0] shift_reg_y;
    reg [2:0] count;  
    reg sign;         
    always @(posedge clk or posedge rst) begin
        if (rst) begin
            count <= 0;
            prod <= 0;
            done <= 0;
            shift_reg_y <= 0;
            x_reg <= 0;
            y_reg <= 0;
            sign <= 0;
        end 
        else if (!done) begin
            if (count == 0) begin
                x_reg <= x[7] ? (~x + 1) : x;
                y_reg <= y[7] ? (~y + 1) : y;
                shift_reg_y <= y[7] ? (~y + 1) : y;
                sign <= x[7] ^ y[7];   
                prod <= 0;
                count <= count + 1;
            end 
            else if (count < 7) begin
                if (shift_reg_y[0]) begin
                    prod <= prod + ({{8{x_reg[7]}}, x_reg} << (count - 1));
                end
                shift_reg_y <= {1'b0, shift_reg_y[7:1]};  
                count <= count + 1;
            end 
            else begin
                if (sign)
                    prod <= ~prod + 1;   
                done <= 1;
            end
        end
    end
endmodule
```

## /design/flow/config.mk

```make
export PLATFORM = sky130hd
export DESIGN_NAME = spm2
export DESIGN_NICKNAME = spm2
export VERILOG_FILES = /design/flow/design.v
export SDC_FILE = /design/flow/constraint.sdc
export NUM_CORES = 4
export LEC_CHECK = 1
export CORE_UTILIZATION = 30
```

## /design/flow/constraint.sdc

```tcl
current_design spm2

set clk_period 5.6
set clk_io_pct 0.2

create_clock -name clk0 -period $clk_period [get_ports {clk}]

set non_clock_inputs [all_inputs -no_clocks]
set_input_delay [expr $clk_period * $clk_io_pct] -clock clk0 $non_clock_inputs
set_output_delay [expr $clk_period * $clk_io_pct] -clock clk0 [all_outputs]
```

## /design/flow/run.sh

```bash
#!/bin/bash
# OpenROAD 26Q1-2900-gdf79404cd8, Yosys 0.63+post, stock flow scripts
make -C /OpenROAD-flow-scripts/flow DESIGN_CONFIG=/design/flow/config.mk WORK_HOME=/design/flow/orfs finish
```

==> results.yml <==
# flow metrics
yosys:
  synthTopCellsByArea: "dfrtp_1 28%, ha_1 8.1%, o21ai_0 7.2%"
  ys_seq_share_pct: 28.4
  edf_count: 0
  syn_area_sq_um: 3260
  ys_cells: 425
  ys_warn_count: 1
  ys_area_sq_um: 3260
  synth_top_cell_by_area: "dfrtp_1"
  synth_flops: 37
  synthArstFlopShare_pct: 100
  top_cell_area_share_pct: 28.4
  flop_cell: "dfrtp_1"
  synth_area_per_cell_sq_um: 7.68
  ys_types: 55
  syn_inst: 425
placement:
  place.gp.congestion: 0.864
  port_buffers: 34
  hpwl_microns: 5920
setup_path:
  critical_path_required_ns: 5.82
  cp_slowest_cell: "dfrtp_1"
  path_class: "reg -> reg"
  startpoint: "count[0]$_DFFE_PP0P_"
  crit_chain: "inv_1 > ha_1 > a211oi_1 > a21oi_1 > nor3b_1 > a41o_1 > ha_1 > o211ai_1 > o21a_1 > a2111oi_0 > nor3_1 > xnor2_1 > mux2i_1"
  end_kind: "flip-flop"
  crit_top_cell: "ha_1"
  cp_max_fo: 21
  slowest_delay_ns: 0.70
  arrival_ns: 4.09
  regToRegStartpoint: "count[0]$_DFFE_PP0P_"
  worstSetupStartpointType: "flip-flop"
grt:
  antenna_found_initial: 0
  grt_pass1_vias: 2667
  track_usage_pct: 14.4
  grt_max_degree: 38
  grt_pass1_wl_microns: 13000
  grt-ovfl-total: 0
final_timing:
  finClkSkew_ns: 0.00448
  final.period_utilization_pct: 69.1
  maxSlewHeadroom_pct: 58.7
  report.final.slew_viol_count: 0
  fmax_mhz: 258
  finalSetupTns_ns: 0
  rsz0062_at_grt: "false"
  fin_crit_ns: 3.87
  hold_violations: 0
  worst_slew_pin_slew_ns: 0.617
  setup_viol_count_final: 0
routing:
  drt-initial-drc-count: 94
  postRouteAntennaNets: 0
  wl_per_cell_microns: 13.1
  drt_wl_total_microns: 7630
  via_per_inst: 5.18
  via_count: 3025
  drc: 0
  insertedDiodeCount: 0
  drt_pass1_iterations: 4
pwr:
  power.leakage_nw: 1.55
  totalPowerFinal_mw: 1.18
  ir_drop_mv: 0.155
  power_density_nw_per_um2: 309
clock_tree:
  cts_setup_buffers: 0
  clock_latency_ns: 0.29
  numCtsBuffers: 5
  cts-root-buf: "clkbuf_8"
  clk_pin_slew_ns: 0.08
  clock_sinks: 37
  holdBufCountCts: 0
  clk_path_buf_depth: 2
  ctsHtreeMaxLevel: 2
  tritoncts: "yes"
  cts_resized: 0
cells_and_area:
  mostFrequentLayoutCells: "47 x o21ai_0, 46 x nand2_1, 46 x nor2_1"
  layout-drive-gt1-share_pct: 5.13
  largest_reg_flops: 16
  final_common_cell: "o21ai_0"
  synthToLayoutAreaGrowth_pct: 16.5
  fillers: 1087
floorplan:
  fp_util_pct: 31.3
  die_h_microns: 106
  core_sq_um: 10400
  dieArea_sq_um: 11300
  dieWidth_microns: 106
  rows: 37
  ios: 35
hold_path:
  min_path_type: "reg -> reg"
  hold_start: "shift_reg_y[7]$_DFFE_PP0P_"
status:
  status: "finished, final reports clean"
run:
  drv_cap: 0
  tool_warnings: 27
worst max-delay path: cells and delay by family, from the launching register on:
kind | cells | cell delay, ns
xor gates and xnor gates | 1 | 0.20
and+or+nand+nor | 2 | 0.27
muxes | 1 | 0.19
adders and majority gates | 2 | 0.90
AOI/OAI and AO/OA | 6 | 1.31
DFF | 1 | 0.70
buffers and inverters | 1 | 0.22
area by class of cell:
cell class,count,area (sq um),area share [%]
Inverter,18,67.6,1.78
Clock inverter,3,21.3,0.559
Clock buffer,5,68.8,1.81
Sequential cell,37,926,24.4
Tap cell,136,170,4.48
Multi-Input combinational cell,346,2170,57.1
Timing Repair Buffer,39,378,9.94
cells by family (layout without fill, tap and decap cells):
kind of cell / Yosys count / count (layout) / synth area share, %
and+or+nand+nor: 156 / 156 / 23.7
AOI/OAI and AO/OA: 131 / 131 / 23.7
buffers and inverters: 42 / 65 / 5.10
DFF: 37 / 37 / 28.4
xor gates and xnor gates: 25 / 25 / 6.71
adders and majority gates: 22 / 22 / 8.67
muxes: 12 / 12 / 3.72
cell usage after synthesis, types with 4 or more instances:
library cell  count
nor2_1           46
xnor2_1          15
o31ai_1           7
inv_1            18
nand3_1          14
nor2b_1           6
mux2i_1          11
nand2_1          46
xor2_1           10
a211oi_1          6
clkbuf_1         18
a21oi_1          44
dfrtp_1          37
nor3_1           11
buf_2             4
or3_1             5
o21ai_0          47
nand2b_1          6
nand4_1           4
ha_1             21
per-layer routing:
metal | share of wire (%) | GRT usage (%)
met4 | 0.63 | 1.39
met3 | 4.5 | 1.81
met1 | 52 | 23.1
met2 | 43 | 21.6
met5 | 0 | 0
where the power goes:
part	internal, mW	total [mW]	switching (mW)
combinational	0.284	0.545	0.262
sequential	0.320	0.437	0.117
clock	0.0884	0.195	0.106
final timing paths:
check	slack (ns)	end	cells after the start
min in group asynchronous	1.24	prod[6]$_DFFE_PP0P_	3
hold / removal	0.49	shift_reg_y[7]$_DFFE_PP0P_	2
max in group asynchronous	4.02	x_reg[5]$_DFFE_PP0P_	3
setup reg to reg	1.73	prod[15]$_DFFE_PP0P_	13
hold reg to reg	0.49	shift_reg_y[7]$_DFFE_PP0P_	2
setup / recovery	1.73	prod[15]$_DFFE_PP0P_	13
per-stage QoR:
step | std cells | setup slack, ns | instance area [sq um] | hold slack [ns] | utilization (%)
floorplan | 425 | 2.04 | 3260 | 0.449 | -
global placement | 576 | 1.87 | 3710 | 0.463 | 35.6
detailed placement | 576 | 1.78 | 3710 | 0.474 | 35.6
CTS | 584 | 1.75 | 3800 | 0.494 | 36.5
global route | 584 | 1.26 | 3800 | 0.516 | 36.5
finish | 584 | 1.73 | 3800 | 0.485 | 36.5
No activity file was given, so power comes from the tool's default toggle rates.
