<file path="flow/run.sh">
#!/bin/bash
# OpenROAD 26Q1-2900-gdf79404cd8, Yosys 0.63+post, stock flow scripts
make -C /OpenROAD-flow-scripts/flow DESIGN_CONFIG=/design/flow/config.mk WORK_HOME=/design/flow/orfs finish
</file>
<file path="flow/config.mk">
export PLATFORM = sky130hd
export DESIGN_NAME = top
export DESIGN_NICKNAME = top
export VERILOG_FILES = /design/flow/design.v
export SDC_FILE = /design/flow/constraint.sdc
export NUM_CORES = 4
export LEC_CHECK = 1
export CORE_AREA = 10 10 70 70
export DIE_AREA = 0 0 80 80
</file>
<file path="flow/constraint.sdc">
current_design top

set clk_period 2.0
set clk_io_pct 0.2

create_clock -name clk0 -period $clk_period [get_ports {clk}]

set non_clock_inputs [all_inputs -no_clocks]
set_input_delay [expr $clk_period * $clk_io_pct] -clock clk0 $non_clock_inputs
set_output_delay [expr $clk_period * $clk_io_pct] -clock clk0 [all_outputs]
</file>
<file path="flow/design.v">
`timescale 1ns / 1ps
module top(
    input wire clk,
    input wire reset,
    input wire btnL,
    input wire btnR,
    output reg [1:0] scroll_offset   
);
    reg btnL_prev = 0;
    reg btnR_prev = 0;
    always @(posedge clk or posedge reset) begin
        if (reset) begin
            scroll_offset <= 0;
            btnL_prev <= 0;
            btnR_prev <= 0;
        end else begin
            btnL_prev <= btnL;
            btnR_prev <= btnR;
            if (btnL && !btnL_prev && scroll_offset > 0)
                scroll_offset <= scroll_offset - 1;
            if (btnR && !btnR_prev && scroll_offset < 1)
                scroll_offset <= scroll_offset + 1;
        end
    end
endmodule
</file>
==> results.json <==
{
  "wl_um": 404,
  "aoi_share": 0.162,
  "cp-end-kind": "primary output",
  "viasPerCell": 2.13,
  "n_antenna_cell": 0,
  "synth.area.mux_share": 0,
  "hp-class": "input port to asynchronous set/reset pin",
  "setup_viol": 0,
  "r2r_setup_slack_ps": 790,
  "tightestPinTransition_ps": 245,
  "grt_setup_unrepaired": "no",
  "criticalPathCategory": "flip-flop to primary output",
  "cts_sinks": 4,
  "yosys_area_sq_um": 193,
  "clk_latency_ps": 230,
  "cts_resized": 0,
  "worst_ir_drop_vdd_mv": 0.125,
  "finClkSkew_ps": 0.352,
  "syn_area_per_cell_sq_um": 11.3,
  "chip_area_sq_mm": 0.00640,
  "combPwrFrac": 0.393,
  "rows": 21,
  "area_growth_pct": 67.5,
  "p_per_area_mw_per_mm2": 1130,
  "drc": 0,
  "synth-seq-area-share": 0.519,
  "clk_pin_slew_worst_paths_ps": 40,
  "cp_data_arrival_time_ps": 1100,
  "synth-edff-count": 0,
  "required_ps": 1600,
  "ys_ff": 4,
  "fin_area_sq_um": 323,
  "p_switching_w": 0.000107,
  "maxSlewViolCount": 0,
  "synth.area.top_cells": "dfrtp_1 52%, ha_1 13%, inv_1 5.8%",
  "synthesis.instances": 17,
  "p_int_w": 0.000258,
  "p_seq_frac": 0.341,
  "gp_congestion": 0.634,
  "hold_buffers": 0,
  "slowest_stage": "clkdlybuf4s50_1",
  "pwr-share-clk": 0.266,
  "core_sq_mm": 0.00342,
  "top_cell": "dfrtp_1",
  "cp_max_fo": 3,
  "p_sw_frac": 0.293,
  "drtPass1Iterations": 1,
  "drive_above_1_share": 0.200,
  "num_vias": 151,
  "synthAdderAreaFrac": 0.130,
  "common_cells": "4 x dfrtp_1, 3 x inv_1, 2 x ha_1",
  "die_y_um": 80,
  "max_stage_delay_ps": 490,
  "ys_cells": 17,
  "log.warning_count": 26,
  "synthSimpleGateAreaFrac": 0.0844,
  "grt_pass1_vias": 159,
  "synthFlopType": "dfrtp_1",
  "crit_buf_inv": 1,
  "antenna_found_initial": 0,
  "relSlewSlack": 0.836,
  "io_buffers": 5,
  "start_kind": "flip-flop",
  "period_needed_ps": 1500,
  "synthDistinctLibCells": 11,
  "yosys.area.top_type_share": 0.519,
  "grt_pass1_wl_um": 634,
  "dpl_cell_area_sq_um": 300,
  "post-cts-setup-buffer-count": 0,
  "fmax_ghz": 0.668,
  "cts_tree": "built",
  "comb_area_sq_um": 81.3,
  "first_iter_violations": 0,
  "yosysWarningCount": 1,
  "regArea_sq_um": 100,
  "htreeDepth": 1,
  "grt_max_degree": 5,
  "logic_family": "AND-OR/OR-AND gates",
  "max-cap-violations": 0,
  "grt_usage": 0.0123,
  "hold_violations": 0,
  "syn_area_sq_um": 193,
  "critical_path.cell_chain": "clkdlybuf4s50_1",
  "ant_nets": 0,
  "path_delay_family": "buffers and inverters",
  "xor_share": 0.0455,
  "power_leakage_nw": 0.133,
  "fin_tns_setup_ps": 0,
  "fillers": 405,
  "num_io_pins": 6,
  "die_x_um": 80,
  "avgRoutedWirePerCell_um": 5.69,
  "worst_slack_ps": 503,
  "cts.path.max_buffers": 2,
  "cts_buffers": 3,
  "root_buffer": "clkbuf_4",
  "finalCritPeriodShare": 0.749,
  "status": "finished clean",
  "top_area_cell": "dfrtp_1",
  "floorplan.core_util": 0.0564,
  "overflow": 0,
  "async_flop_share": 1.00,
  "detailedPlace.worstSlack_ps": 570
}
==> power groups by stage <==
stage / Clock [W] / Sequential (W) / Combinational (W)
after CTS: 0.000103 / 0.000126 / 0.000147
after global routing: 0.000109 / 0.000129 / 0.000159
final: 0.0000971 / 0.000124 / 0.000143
==> worst reg2reg max path: cells and delay by family (launching register included) <==
kind	cells	cell delay, ps
flops	1	380
compound gates	2	250
fa+ha+maj	1	190
buf+inv	1	80
simple gates	1	210
==> registers in the layout, summed over array words and instances (netlist names) <==
| register | cells |
|---|---|
| btnL_prev | 1 |
| btnR_prev | 1 |
| scroll_offset | 2 |
==> path summary, 6_finish.rpt <==
| path | start | endpoint | depth (start not counted) |
|---|---|---|---|
| max in group asynchronous | reset | btnR_prev$_DFF_PP0_ | 2 |
| min in group clk0 | scroll_offset[0]$_DFFE_PP0P_ | scroll_offset[0]$_DFFE_PP0P_ | 1 |
| worst min-delay path | reset | btnL_prev$_DFF_PP0_ | 2 |
| worst max register to register | scroll_offset[0]$_DFFE_PP0P_ | scroll_offset[1]$_DFFE_PP0P_ | 5 |
| worst max-delay path | scroll_offset[0]$_DFFE_PP0P_ | scroll_offset[0] | 1 |
| worst min register to register | scroll_offset[0]$_DFFE_PP0P_ | scroll_offset[0]$_DFFE_PP0P_ | 1 |
==> cells by family after synthesis <==
kind of cell | Yosys count
compound gates | 4
flops | 4
buf+inv | 3
simple gates | 3
fa+ha+maj | 2
xor+xnor | 1
==> final cells by class <==
cell class | instances | area share
sequential | 4 | 0.310
multi-input combinational | 10 | 0.252
tap | 46 | 0.178
timing repair buffer | 5 | 0.155
clock buffer | 3 | 0.0698
inverter | 3 | 0.0349
==> per-layer routing <==
metal / GRT usage / routed length (um)
met3: 0.00455 / 18
met1: 0.0106 / 137
met5: 0 / 0
met4: 0.0123 / 19
met2: 0.0209 / 228
==> cell usage in the layout, fill, tap and decap left out <==
cell | synthesis | layout
clkdlybuf4s50_1 | 0 | 5
dfrtp_1 | 4 | 4
inv_1 | 3 | 3
clkbuf_4 | 0 | 3
ha_1 | 2 | 2
nor2_1 | 1 | 1
and3b_1 | 1 | 1
a21oi_2 | 1 | 1
xnor2_1 | 1 | 1
a21oi_1 | 1 | 1
a31o_1 | 1 | 1
nand2_1 | 1 | 1
o21ai_2 | 1 | 1
==> metrics by stage <==
| step | instances | hold WS, ps | power, W | util |
|---|---|---|---|---|
| 4_1_cts | 71 | 357 | 0.000376 | 0.0945 |
| 2_1_floorplan | 17 | 166 | 0.000205 | - |
| 3_5_place_dp | 68 | 504 | 0.000273 | 0.0879 |
| 3_3_place_gp | 68 | 496 | 0.000271 | 0.0879 |
| 5_1_grt | 71 | 365 | 0.000398 | 0.0945 |
| 6_report | 71 | 359 | 0.000365 | 0.0945 |
Power and IR drop assume default switching activity.
